<file path="./config.mk">
export PLATFORM = sky130hd
export DESIGN_NAME = prienc_lsb
export DESIGN_NICKNAME = prienc_lsb
export VERILOG_FILES = /design/flow/design.v
export SDC_FILE = /design/flow/constraint.sdc
export NUM_CORES = 4
export LEC_CHECK = 1
export CORE_AREA = 10 10 70 70
export DIE_AREA = 0 0 80 80
</file>
<file path="./run.sh">
#!/bin/bash
# OpenROAD 26Q1-2900-gdf79404cd8, Yosys 0.63+post, stock flow scripts
make -C /OpenROAD-flow-scripts/flow DESIGN_CONFIG=/design/flow/config.mk WORK_HOME=/design/flow/orfs finish
</file>
<file path="./constraint.sdc">
current_design prienc_lsb

set clk_period 3.4
set clk_io_pct 0.2

create_clock -name clk0 -period $clk_period

set non_clock_inputs [all_inputs -no_clocks]
set_input_delay [expr $clk_period * $clk_io_pct] -clock clk0 $non_clock_inputs
set_output_delay [expr $clk_period * $clk_io_pct] -clock clk0 [all_outputs]
</file>
<file path="./design.v">
module prienc_32_5
(
    input  logic [31:0] req,
    output logic [4:0]  lsb_priority
);
logic [7:0] seg_or;
logic [2:0] row_sel;
logic [1:0] col_sel;
logic [3:0] stage1_mux [3:0];
logic [3:0] stage2_mux [1:0];
logic [3:0] stage3_mux;
always_comb begin
    for (int i = 0; i < 8; i = i + 1) begin
        seg_or[i] = |(req[i*4 +: 4]);
    end
end
prienc_8_3 prienc_8_3_0
(
    .req(seg_or),
    .lsb_priority(row_sel)
);
assign stage1_mux[0] = (seg_or[0]) ? req[3:0]   : req[7:4];
assign stage1_mux[1] = (seg_or[2]) ? req[11:8]  : req[15:12];
assign stage1_mux[2] = (seg_or[4]) ? req[19:16] : req[23:20];
assign stage1_mux[3] = (seg_or[6]) ? req[27:24] : req[31:28];
assign stage2_mux[0] = (|(seg_or[1:0])) ? stage1_mux[0] : stage1_mux[1];
assign stage2_mux[1] = (|(seg_or[5:4])) ? stage1_mux[2] : stage1_mux[3];
assign stage3_mux    = (|(seg_or[3:0])) ? stage2_mux[0] : stage2_mux[1];
prienc_4_2 prienc_4_2_0
(
    .req(stage3_mux),
    .lsb_priority(col_sel)
);
assign lsb_priority = (row_sel << 2) | col_sel;
endmodule
module prienc_4_2
(
    input  logic [3:0] req,
    output logic [1:0] lsb_priority
);
always_comb begin
    casex (req)
        4'bxxx1 : lsb_priority = 2'b00;
        4'bxx10 : lsb_priority = 2'b01;
        4'bx100 : lsb_priority = 2'b10;
        4'b1000 : lsb_priority = 2'b11;
        default : lsb_priority = 2'b00;
    endcase
end
endmodule
module prienc_8_3
(
    input  logic [7:0] req,
    output logic [2:0] lsb_priority
);
always_comb begin
    casex (req)
        8'bxxxxxxx1 : lsb_priority = 3'b000;
        8'bxxxxxx10 : lsb_priority = 3'b001;
        8'bxxxxx100 : lsb_priority = 3'b010;
        8'bxxxx1000 : lsb_priority = 3'b011;
        8'bxxx10000 : lsb_priority = 3'b100;
        8'bxx100000 : lsb_priority = 3'b101;
        8'bx1000000 : lsb_priority = 3'b110;
        8'b10000000 : lsb_priority = 3'b111;
            default : lsb_priority = 3'b000;
    endcase
end
endmodule
module prienc_lsb
#(
    parameter  IN_WIDTH  = 32,
    localparam OUT_WIDTH = $clog2(IN_WIDTH)
)    
(
    input  logic [IN_WIDTH-1:0]  req,
    output logic [OUT_WIDTH-1:0] prior_out
);
localparam PRIENC_4_2_NOT_USED = 4 - IN_WIDTH;
generate
    if (IN_WIDTH == 2) begin
        assign prior_out = (req[0]) ? 1'b0 : 
                           (req[1]) ? 1'b1 : 1'b0;
    end
    else if (IN_WIDTH <= 4) begin
        prienc_4_2 i_prienc_4_2 (.req({{(4-IN_WIDTH){1'b0}},req}), .lsb_priority(prior_out));
    end
    else if (IN_WIDTH <= 8) begin
        prienc_8_3 i_prienc_8_3 (.req({{(8-IN_WIDTH){1'b0}},req}), .lsb_priority(prior_out));
    end
    else if (IN_WIDTH <= 16) begin
        prienc_16_4 i_prienc_16_4 (.req({{(16-IN_WIDTH){1'b0}},req}), .lsb_priority(prior_out));
    end
    else if (IN_WIDTH <= 32) begin
        prienc_32_5 i_prienc_32_5 (.req({{(32-IN_WIDTH){1'b0}},req}), .lsb_priority(prior_out));
    end
    else if (IN_WIDTH <= 64) begin
        prienc_64_6 i_prienc_64_6 (.req({{(64-IN_WIDTH){1'b0}},req}), .lsb_priority(prior_out));
    end
    else if (IN_WIDTH <= 128) begin
        prienc_128_7 i_prienc_128_7 (.req({{(128-IN_WIDTH){1'b0}},req}), .lsb_priority(prior_out));
    end
endgenerate
endmodule
</file>
==> impl_metrics.sql <==
-- metrics for the results database
INSERT INTO impl_metrics (metric_group, metric, value, unit) VALUES
('pwr', 'pwr_density_cell', '82.92', 'mW/mm^2'),
('synthesis', 'synth_area_per_cell', '6.764', 'um^2'),
('die', 'ioPinCount', '37', ''),
('synthesis', 'synthesis.area', '432.9', 'um^2'),
('pwr', 'power.share.sequential', '0', '%'),
('run', 'maxCapViolations', '0', ''),
('placed_design', 'place_hpwl', '1741', 'um'),
('run', 'warning_count', '33', ''),
('sta', 'finalSetupViolCount', '0', ''),
('sta', 'final-hold-violation-count', '0', ''),
('synthesis', 'synth-xor-area-share', '0', '%'),
('routing', 'routed_wirelength', '1974', 'um'),
('sta', 'transition_time_at_the_pin_with_the_least_slew_margin', '0.2801', 'ns'),
('critical_path', 'crit_fanout', '4', ''),
('layout', 'drive_above_1_share', '27.05', '%'),
('critical_path', 'timing.critical_path.to', 'prior_out[1]', ''),
('sta', 'fmaxAchievable', '314.7', 'MHz'),
('critical_path', 'startpoint_type', 'input pin', ''),
('sta', 'period_used_share', '93.47', '%'),
('die', 'core-area', '0.003416', 'mm^2'),
('status', 'outcome', 'complete, no violations', ''),
('sta', 'final-max-slew-violation-count', '0', ''),
('routing', 'first_iter_violations', '12', ''),
('grt', 'gr-total-overflow', '0', ''),
('pwr', 'p_leak', '0.0004102', 'uW'),
('cts', 'cts_hold_buf', '0', ''),
('pwr', 'max_vdd_drop', '29.57', 'uV'),
('synthesis', 'ys_types', '23', ''),
('die', 'fp.dieH', '80', 'um'),
('layout', 'clkbuf_count', '0', ''),
('placed_design', 'pre_cts_slack', '-0.1296', 'ns'),
('layout', 'filler_cell_count', '379', ''),
('grt', 'first_pass_grt_wire_length', '3394', 'um'),
('sta', 'final.min_clock_period', '3.178', 'ns'),
('die', 'initial_utilization', '12.67', '%'),
('layout', 'nFlopsAndLatches', '0', ''),
('sta', 'worst_slew_margin_rel', '81.06', '%'),
('grt', 'initial_antenna_violation_count', '0', ''),
('synthesis', 'synth_chip_area', '432.9', 'um^2'),
('synthesis', 'synthCells', '64', ''),
('placed_design', 'placement.io_buffers', '37', ''),
('pwr', 'swShare', '38.36', '%'),
('pwr', 'comb_power_share', '100.0', '%'),
('pwr', 'power_switching', '33.83', 'uW'),
('die', 'die_w', '80', 'um'),
('synthesis', 'post_synth_main_logic_family', 'simple AND/OR/NAND/NOR gates', ''),
('placed_design', 'place.gp.congestion', '0.8810', ''),
('die', 'die_area', '0.006400', 'mm^2'),
('routing', 'detail_route.vias_per_cell', '4.286', ''),
('routing', 'firstDrtPassIters', '4', ''),
('critical_path', 'crit_required', '2.72', 'ns'),
('synthesis', 'synthesis.yosys.warnings', '5', ''),
('sta', 'rsz0062_at_grt', 'false', ''),
('routing', 'wire_per_inst', '11.75', 'um'),
('hold_path', 'hold_path.class', 'in2out', ''),
('synthesis', 'cells_yosys', '64', ''),
('synthesis', 'synth_simple_gate_area_share', '60.69', '%'),
('layout', 'flop_area', '0', 'um^2'),
('synthesis', 'yosys.area_share.aoi', '35.84', '%'),
('synthesis', 'yosys-mux-area-fraction', '0', '%'),
('synthesis', 'postSynthSeqShare', '0', '%'),
('critical_path', 'worstSetupEndpointType', 'primary output', ''),
('hold_path', 'hp-start', 'req[16]', ''),
('grt', 'grt_start_max_net_pins', '7', ''),
('sta', 'setup_ws', '0.2221', 'ns'),
('die', 'core.rowCount', '21', ''),
('routing', 'number_of_antenna_cells_inserted', '0', ''),
('critical_path', 'critPathArrivalTime', '2.50', 'ns'),
('routing', 'residual_drc', '0', ''),
('sta', 'post_route_hold_slack', '2.071', 'ns'),
('routing', 'num_vias', '720', ''),
('routing', 'ant_nets', '0', ''),
('synthesis', 'synth_area_in_adders', '0', '%'),
('grt', 'grt_pass1_vias', '807', ''),
('critical_path', 'path_class', 'in2out', ''),
('grt', 'grtUsageTotal', '6.234', '%'),
('critical_path', 'crit_path_start', 'req[7]', ''),
('pwr', 'power_frac_clock', '0', '%'),
('layout', 'syn_to_final_growth', '145.7', '%'),
('pwr', 'power_report.internal_total', '54.36', 'uW');
[routing by layer]
metal / track usage, % / vias up / wire (um)
met2: 10.43 / 28 / 847
li1: - / 381 / -
met3: 3.182 / 0 / 243
met1: 7.383 / 311 / 884
met5: 0 / - / 0
met4: 0 / 0 / 0
[critical path, cell delays in order]
cell                              delay, ns
sky130_fd_sc_hd__clkdlybuf4s50_1       0.46
sky130_fd_sc_hd__nor4_4                0.34
sky130_fd_sc_hd__buf_4                 0.17
sky130_fd_sc_hd__o21a_1                0.10
sky130_fd_sc_hd__o21ai_0               0.09
sky130_fd_sc_hd__a32oi_1               0.23
sky130_fd_sc_hd__nand2b_1              0.13
sky130_fd_sc_hd__a21oi_1               0.04
sky130_fd_sc_hd__dlygate4sd2_1         0.25
[logic make-up after synthesis]
group,after synthesis
AND/OR/NAND/NOR,34
buffers and inverters,4
AND-OR/OR-AND,26
[layout make-up]
| type | instances | area, um^2 | share of cell area, % |
|---|---|---|---|
| inverters | 4 | 15.01 | 1.412 |
| well taps | 46 | 57.56 | 5.412 |
| repair buffers | 58 | 528.0 | 49.65 |
| multi-input cells | 60 | 462.9 | 43.53 |
[what timing repair did]
item	4_1_cts	5_1_grt
pin swaps	7	7
buffers inserted	1	0
endpoints found under the setup margin	2	3
resized	12	8
[cells in the final DEF (no fill, tap or decap)]
| cell | Yosys | final |
|---|---|---|
| sky130_fd_sc_hd__inv_1 | 4 | 4 |
| sky130_fd_sc_hd__nor4b_2 | 0 | 2 |
| sky130_fd_sc_hd__nor4_1 | 3 | 1 |
| sky130_fd_sc_hd__dlygate4sd2_1 | 0 | 8 |
| sky130_fd_sc_hd__clkdlybuf4s50_1 | 0 | 25 |
| sky130_fd_sc_hd__nand2_1 | 3 | 3 |
| sky130_fd_sc_hd__a211oi_1 | 1 | 1 |
| sky130_fd_sc_hd__nor3_1 | 1 | 1 |
| sky130_fd_sc_hd__dlymetal6s2s_1 | 0 | 4 |
| sky130_fd_sc_hd__nand4_1 | 1 | 1 |
| sky130_fd_sc_hd__o21ai_0 | 8 | 8 |
| sky130_fd_sc_hd__a31oi_1 | 2 | 2 |
| sky130_fd_sc_hd__nor4_4 | 3 | 4 |
| sky130_fd_sc_hd__nor4_2 | 2 | 3 |
| sky130_fd_sc_hd__a32oi_1 | 1 | 1 |
| sky130_fd_sc_hd__a21oi_1 | 7 | 7 |
| sky130_fd_sc_hd__o21ai_1 | 1 | 1 |
| sky130_fd_sc_hd__o211ai_1 | 1 | 1 |
| sky130_fd_sc_hd__nand3_1 | 1 | 1 |
| sky130_fd_sc_hd__nand2_2 | 1 | 1 |
| sky130_fd_sc_hd__buf_4 | 0 | 21 |
| sky130_fd_sc_hd__a21boi_1 | 0 | 1 |
| sky130_fd_sc_hd__or3_4 | 0 | 1 |
| sky130_fd_sc_hd__nand2b_1 | 3 | 3 |
| sky130_fd_sc_hd__nor2_1 | 7 | 7 |
| sky130_fd_sc_hd__a311oi_2 | 0 | 1 |
| sky130_fd_sc_hd__o21a_1 | 3 | 3 |
| sky130_fd_sc_hd__nor4b_1 | 8 | 6 |
[Yosys cell counts]
master | number | area (um^2)
sky130_fd_sc_hd__a211oi_1 | 1 | 7.510
sky130_fd_sc_hd__a21boi_0 | 1 | 7.510
sky130_fd_sc_hd__a21oi_1 | 7 | 35.03
sky130_fd_sc_hd__a311oi_1 | 1 | 8.760
sky130_fd_sc_hd__a31oi_1 | 2 | 12.51
sky130_fd_sc_hd__a32oi_1 | 1 | 8.760
sky130_fd_sc_hd__inv_1 | 4 | 15.01
sky130_fd_sc_hd__nand2_1 | 3 | 11.26
sky130_fd_sc_hd__nand2_2 | 1 | 6.260
sky130_fd_sc_hd__nand2b_1 | 3 | 18.77
sky130_fd_sc_hd__nand3_1 | 1 | 5.000
sky130_fd_sc_hd__nand4_1 | 1 | 6.260
sky130_fd_sc_hd__nor2_1 | 7 | 26.28
sky130_fd_sc_hd__nor3_1 | 1 | 5.000
sky130_fd_sc_hd__nor4_1 | 3 | 18.77
sky130_fd_sc_hd__nor4_2 | 2 | 25.02
sky130_fd_sc_hd__nor4_4 | 3 | 63.81
sky130_fd_sc_hd__nor4b_1 | 8 | 70.07
sky130_fd_sc_hd__o211ai_1 | 1 | 7.510
sky130_fd_sc_hd__o21a_1 | 3 | 22.52
sky130_fd_sc_hd__o21ai_0 | 8 | 40.04
sky130_fd_sc_hd__o21ai_1 | 1 | 5.000
sky130_fd_sc_hd__or3_1 | 1 | 6.260
[per-stage QoR]
stage          std cells  cell area, um^2  util [%]  setup TNS, ns  power [uW]
6_report             168             1064     31.14              0       88.18
5_1_grt              168             1064     31.14              0       96.47
4_1_cts              168             1035     30.29       -0.01178       87.95
3_5_place_dp         167             1011     29.60        -0.1695       87.87
3_3_place_gp         167             1011     29.60        -0.2199       87.45
2_1_floorplan         64            432.9         -              0       17.88
[power by group through the flow]
stage	clock [uW]	combinational (uW)	sequential (uW)
finish	0	88.2	0
global route	0	96.5	0
CTS	0	88.0	0
[worst min path at each step]
stage,endpoint,slack (ns),cells past startpoint
CTS,prior_out[1],2.20,5
global route,prior_out[0],2.16,6
finish,prior_out[0],2.07,6
No activity file was given, so power comes from the tool's default toggle rates.
