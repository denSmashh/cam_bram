--- /design/flow/config.mk ---
export PLATFORM = sky130hd
export DESIGN_NAME = prienc_128_7
export DESIGN_NICKNAME = prienc_128_7
export VERILOG_FILES = /design/flow/design.v
export SDC_FILE = /design/flow/constraint.sdc
export NUM_CORES = 4
export LEC_CHECK = 1
export CORE_UTILIZATION = 30
--- /design/flow/constraint.sdc ---
current_design prienc_128_7

set clk_period 6.1
set clk_io_pct 0.2

create_clock -name clk0 -period $clk_period

set non_clock_inputs [all_inputs -no_clocks]
set_input_delay [expr $clk_period * $clk_io_pct] -clock clk0 $non_clock_inputs
set_output_delay [expr $clk_period * $clk_io_pct] -clock clk0 [all_outputs]
--- /design/flow/design.v ---
module prienc_128_7
(
    input  logic [127:0] req,
    output logic [6:0]   lsb_priority
);
logic [15:0] seg_or;
logic [3:0] row_sel;
logic [2:0] col_sel;
logic [7:0] stage1_mux [7:0];
logic [7:0] stage2_mux [3:0];
logic [7:0] stage3_mux [1:0];
logic [7:0] stage4_mux;
always_comb begin
    for (int i = 0; i < 16; i = i + 1) begin
        seg_or[i] = |(req[i*8 +: 8]);
    end
end
prienc_16_4 prienc_16_4_0
(
    .req(seg_or),
    .lsb_priority(row_sel)
);
assign stage1_mux[0] = (seg_or[0])  ? req[7:0]     : req[15:8];
assign stage1_mux[1] = (seg_or[2])  ? req[23:16]   : req[31:24];
assign stage1_mux[2] = (seg_or[4])  ? req[39:32]   : req[47:40];
assign stage1_mux[3] = (seg_or[6])  ? req[55:48]   : req[63:56];
assign stage1_mux[4] = (seg_or[8])  ? req[71:64]   : req[79:72];
assign stage1_mux[5] = (seg_or[10]) ? req[87:80]   : req[95:88];
assign stage1_mux[6] = (seg_or[12]) ? req[103:96]  : req[111:104];
assign stage1_mux[7] = (seg_or[14]) ? req[119:112] : req[127:120];
assign stage2_mux[0] = (|(seg_or[1:0]))   ? stage1_mux[0] : stage1_mux[1];
assign stage2_mux[1] = (|(seg_or[5:4]))   ? stage1_mux[2] : stage1_mux[3];
assign stage2_mux[2] = (|(seg_or[9:8]))   ? stage1_mux[4] : stage1_mux[5];
assign stage2_mux[3] = (|(seg_or[13:12])) ? stage1_mux[6] : stage1_mux[7];
assign stage3_mux[0] = (|(seg_or[3:0]))  ? stage2_mux[0] : stage2_mux[1];
assign stage3_mux[1] = (|(seg_or[11:8])) ? stage2_mux[2] : stage2_mux[3];
assign stage4_mux    = (|(seg_or[7:0])) ? stage3_mux[0] : stage3_mux[1];
prienc_8_3 prienc_8_3_0
(
    .req(stage4_mux),
    .lsb_priority(col_sel)
);
assign lsb_priority = (row_sel << 3) | col_sel;
endmodule
module prienc_16_4
(
    input  logic [15:0] req,
    output logic [3:0]  lsb_priority
);
logic [3:0] seg_or;
logic [1:0] row_sel;
logic [1:0] col_sel;
logic [3:0] stage1_mux [1:0];
logic [3:0] stage2_mux;
always_comb begin
    for (int i = 0; i < 4; i = i + 1) begin
        seg_or[i] = |(req[i*4 +: 4]);
    end
end
prienc_4_2 prienc_4_2_0
(
    .req(seg_or),
    .lsb_priority(row_sel)
);
assign stage1_mux[0] = (seg_or[0]) ? req[3:0]  : req[7:4];
assign stage1_mux[1] = (seg_or[2]) ? req[11:8] : req[15:12];
assign stage2_mux    = (|(seg_or[1:0])) ? stage1_mux[0] : stage1_mux[1];
prienc_4_2 prienc_4_2_1
(
    .req(stage2_mux),
    .lsb_priority(col_sel)
);
assign lsb_priority = (row_sel << 2) | col_sel;
endmodule
module prienc_4_2
(
    input  logic [3:0] req,
    output logic [1:0] lsb_priority
);
always_comb begin
    casex (req)
        4'bxxx1 : lsb_priority = 2'b00;
        4'bxx10 : lsb_priority = 2'b01;
        4'bx100 : lsb_priority = 2'b10;
        4'b1000 : lsb_priority = 2'b11;
        default : lsb_priority = 2'b00;
    endcase
end
endmodule
module prienc_8_3
(
    input  logic [7:0] req,
    output logic [2:0] lsb_priority
);
always_comb begin
    casex (req)
        8'bxxxxxxx1 : lsb_priority = 3'b000;
        8'bxxxxxx10 : lsb_priority = 3'b001;
        8'bxxxxx100 : lsb_priority = 3'b010;
        8'bxxxx1000 : lsb_priority = 3'b011;
        8'bxxx10000 : lsb_priority = 3'b100;
        8'bxx100000 : lsb_priority = 3'b101;
        8'bx1000000 : lsb_priority = 3'b110;
        8'b10000000 : lsb_priority = 3'b111;
            default : lsb_priority = 3'b000;
    endcase
end
endmodule
--- /design/flow/run.sh ---
#!/bin/bash
# OpenROAD 26Q1-2900-gdf79404cd8, Yosys 0.63+post, stock flow scripts
make -C /OpenROAD-flow-scripts/flow DESIGN_CONFIG=/design/flow/config.mk WORK_HOME=/design/flow/orfs finish
==> impl_metrics.ini <==
; synthesis and place-and-route metrics
[logic_synthesis]
ys_top_cells_by_area = nor4_4 (9.1%), a31oi_1 (7.6%), nor4_1 (7.6%)
synth_area_sq_mm = 0.001643
synth_warnings = 8
avgSynthCellArea_sq_um = 7.081
synth.distinct_cells = 51
top_cells_by_count = a31oi_1 (20), nor4_1 (20), a21oi_1 (17)
largest_area_cell = nor4_4
yosys_area_sq_mm = 0.001643
ys_seq_share_pct = 0
top_area_share_pct = 9.063
ys_cells = 232
synth_cells = 232

[job]
warning_count = 33
maxCapViolations = 0

[global_routing]
grt_pass1_wl_mm = 11.67
antenna_found_initial = 0
grt_overflow_total = 0
grt_max_degree = 13
grt.total_usage_pct = 24.51
grt_pass1_vias = 2506

[run_status]
status = finished, final reports clean

[sta]
hold_viol = 0
timing.final.crit_period_ns = 5.666
rsz0062_at_grt = no
maxSlewViolCount = 0
fin_tns_setup_ns = 0
hold_ws_ns = 3.687
worstMarginPinSlew_ns = 0.6323
setup_violations = 0
fmax_mhz = 176.5
slew_headroom_pct = 57.46
fin_crit_sh_pct = 92.88

[layout]
clock_buffers = 0
drive_gt1_share_pct = 7.143
utilization_pct = 59.18
fillers = 490
seqCellArea_sq_um = 0
flops = 0
syn_to_final_growth_pct = 87.51
final_cells = 434

[floorplanning]
die_w_microns = 76
die-height_microns = 76
rows = 26
ios = 135
fp-utilization_pct = 31.56
dieArea_sq_mm = 0.005776
coreArea_sq_mm = 0.005205

[drt]
avgViaCountPerCell = 5.765
wl_per_cell_microns = 16.36
wirelength_mm = 7.101
num_vias = 2502
ant_nets = 0
antenna_cells = 0
drc = 0
drtPass1Iterations = 4
drtIter0Drc = 132

[placement]
numPlacedInstances = 434
place.gp.congestion = 0.8872
numPortBuffers = 135
hpwl_mm = 6.178

[critical_path]
endpoint_kind = primary output
arrival_ns = 4.45
path_max_fanout = 10
critPathKind = in -> out
worstSetupEndpoint = lsb_priority[2]
cp-startpoint = req[20]
worstPathRequired_ns = 4.88
cp-start-kind = input port

[clock_network]
postCtsSetupRepairBufs = 0
hold_buffers = 0
cts_resized = 0

[pwr]
p_per_area_mw_per_mm2 = 48.39
p_leak_nw = 0.9199
ir_worst_vdd_mv = 0.02603
finalPower_w = 0.0001491

[min_path]
hold_class = in -> out
[worst min-delay path by stage]
stage	start	to	slack [ns]	cells after the start
finish	req[99]	lsb_priority[2]	3.69	5
CTS	req[99]	lsb_priority[2]	3.70	5
global route	req[99]	lsb_priority[2]	3.74	5
[final cells by class]
class | count | area [sq um] | share of cell area [%]
Multi-Input combinational cell | 220 | 1589 | 51.58
Timing Repair Buffer | 140 | 1389 | 45.09
Inverter | 4 | 15.01 | 0.4874
Tap cell | 70 | 87.58 | 2.843
[cells by family (layout without fill, tap and decap cells)]
logic type | after synthesis | count (layout) | share of synthesized area [%]
buffers and inverters | 12 | 144 | 3.274
AND/OR/NAND/NOR | 103 | 103 | 45.32
AND-OR/OR-AND | 117 | 117 | 51.41
[through the flow]
stage	worst slack [ns]	cell area, sq um
2_1_floorplan	1.694	1643
3_3_place_gp	0.4503	3080
3_5_place_dp	0.4348	3080
4_1_cts	0.4279	3080
5_1_grt	0.1647	3080
6_report	0.4344	3080
[where the power goes]
part           internal, W  leakage, nW  switching, W  total, W
clock                    0            0             0         0
combinational    0.0000947        0.920     0.0000544  0.000149
sequential               0            0             0         0
[worst max-delay path, stage by stage]
cell and delay (ns):
clkdlybuf4s50_1 0.46, nor4_4 0.43, nand4_1 0.21, or2_4 0.30, or3_1 0.50, o31ai_2 0.32, a31oi_1 0.09, a2111oi_2 0.39
clkdlybuf4s50_1 0.52
[layer usage]
| metal | GRT usage (%) | wire length [microns] | vias up |
|---|---|---|---|
| li1 | - | - | 1278 |
| met1 | 31.54 | 3145 | 1103 |
| met2 | 42.91 | 3288 | 105 |
| met3 | 3.528 | 468 | 16 |
| met4 | 6.346 | 198 | 0 |
| met5 | 0 | 0 | - |
[layout by cell type, fill, tap and decap left out, types with 7 or more instances in the layout]
cell	n
a21oi_1	17
and2_1	11
a221oi_1	9
o21bai_1	16
nor4_1	20
nand2_1	14
nor3_1	9
nor4_4	7
a211oi_1	9
clkdlybuf4s50_1	135
nor2_1	9
a31oi_1	20
o21ai_0	11
Power figures rest on the tool's default switching activity, not on a simulated workload.
