==> constraint.sdc <==
current_design prienc_64_6

set clk_period 5.3
set clk_io_pct 0.2

create_clock -name clk0 -period $clk_period

set non_clock_inputs [all_inputs -no_clocks]
set_input_delay [expr $clk_period * $clk_io_pct] -clock clk0 $non_clock_inputs
set_output_delay [expr $clk_period * $clk_io_pct] -clock clk0 [all_outputs]
==> config.mk <==
export PLATFORM = sky130hd
export DESIGN_NAME = prienc_64_6
export DESIGN_NICKNAME = prienc_64_6
export VERILOG_FILES = /design/flow/design.v
export SDC_FILE = /design/flow/constraint.sdc
export NUM_CORES = 4
export LEC_CHECK = 1
export CORE_AREA = 10 10 76 76
export DIE_AREA = 0 0 86 86
==> run.sh <==
#!/bin/bash
# OpenROAD 26Q1-2900-gdf79404cd8, Yosys 0.63+post, stock flow scripts
make -C /OpenROAD-flow-scripts/flow DESIGN_CONFIG=/design/flow/config.mk WORK_HOME=/design/flow/orfs finish
==> design.v <==
module prienc_64_6
(
    input  logic [63:0] req,
    output logic [5:0]  lsb_priority
);
logic [7:0] seg_or;
logic [2:0] row_sel;
logic [2:0] col_sel;
logic [7:0] stage1_mux [3:0];
logic [7:0] stage2_mux [1:0];
logic [7:0] stage3_mux;
always_comb begin
    for (int i = 0; i < 8; i = i + 1) begin
        seg_or[i] = |(req[i*8 +: 8]);
    end
end
prienc_8_3 prienc_8_3_0
(
    .req(seg_or),
    .lsb_priority(row_sel)
);
assign stage1_mux[0] = (seg_or[0]) ? req[7:0]   : req[15:8];
assign stage1_mux[1] = (seg_or[2]) ? req[23:16] : req[31:24];
assign stage1_mux[2] = (seg_or[4]) ? req[39:32] : req[47:40];
assign stage1_mux[3] = (seg_or[6]) ? req[55:48] : req[63:56];
assign stage2_mux[0] = (|(seg_or[1:0])) ? stage1_mux[0] : stage1_mux[1];
assign stage2_mux[1] = (|(seg_or[5:4])) ? stage1_mux[2] : stage1_mux[3];
assign stage3_mux    = (|(seg_or[3:0])) ? stage2_mux[0] : stage2_mux[1];
prienc_8_3 prienc_8_3_1
(
    .req(stage3_mux),
    .lsb_priority(col_sel)
);
assign lsb_priority = (row_sel << 3) | col_sel;
endmodule
module prienc_8_3
(
    input  logic [7:0] req,
    output logic [2:0] lsb_priority
);
always_comb begin
    casex (req)
        8'bxxxxxxx1 : lsb_priority = 3'b000;
        8'bxxxxxx10 : lsb_priority = 3'b001;
        8'bxxxxx100 : lsb_priority = 3'b010;
        8'bxxxx1000 : lsb_priority = 3'b011;
        8'bxxx10000 : lsb_priority = 3'b100;
        8'bxx100000 : lsb_priority = 3'b101;
        8'bx1000000 : lsb_priority = 3'b110;
        8'b10000000 : lsb_priority = 3'b111;
            default : lsb_priority = 3'b000;
    endcase
end
endmodule
==> impl_metrics.csv <==
group,metric,value,unit
pwr,clkPwrFrac,0,%
final_layout,nFillCells,413,
floorplanning,chipArea,7400,um2
final_layout,drive_gt1_share,16.7,%
worst_setup_path,end_kind,"primary output",
final_layout,regArea,0,um2
timing,hold_viol,0,
job,drv_cap,0,
pwr,powerDensity,53.0,nW/um2
yosys,syn_inst,113,
worst_setup_path,critPathSlowestCell,"or4_4",
drt,route.vias.total,1269,
worst_setup_path,path_cells,"clkdlybuf4s50_1, or4_4, nor4b_4, nor3b_4, nor3_2, o311ai_1, nand3_1, a21oi_1, clkdlybuf4s50_1",
global_routing,grt_pass1_wl,6250,um
floorplanning,die_y,86,um
final_layout,fin_util,40.6,%
pwr,switching_share,36.5,%
timing,fin_crit_sh,93.6,%
clock_network,cts_resized,0,
timing,grt_setup_unrepaired,"no",
drt,drc,0,
global_routing,grt_usage,9.96,%
worst_setup_path,max_stage_delay,0.56,ns
yosys,yosysMostFrequentCell,"a31oi_1",
global_routing,antenna_found_initial,0,
pwr,p_leak,0.540,nW
worst_setup_path,startpoint_type,"input port",
yosys,yosys.area.top_type,"a31oi_1",
yosys,synth_area,840,um2
worst_setup_path,crit_required,4.24,ns
final_layout,clkbuf_count,0,
worst_setup_path,worstPathArrival,3.90,ns
pwr,power_frac_seq,0,%
timing,period_needed,4.96,ns
yosys,ys_seq_share,0,%
timing,tns,0,ns
yosys,yosysCellCount,113,
pwr,ir_drop,0.0250,mV
final_layout,area_delta_synth_final,99.0,%
yosys,yosysWarnings,4,
global_routing,grt-ovfl-total,0,
timing,max_freq,201,MHz
yosys,synth.distinct_cells,37,
floorplanning,core_area,4120,um2
timing,slew_headroom,61.6,%
worst_setup_path,critical_path.max_fanout,7,
timing,setup_viol,0,
timing,slew_violations,0,
place,io_buffers,70,
clock_network,hold_buffers,0,
yosys,yosysTopAreaCellShare,13.4,%
drt,finalWirelength,4000,um
worst_setup_path,crit_path_frequent_cell,"clkdlybuf4s50_1",
floorplanning,core_util_floorplan,20.4,%
hold_path,hold_class,"input port to primary output",
floorplanning,die_w,86,um
yosys,yosysChipArea,840,um2
place,place_congestion,0.870,
place,place_hpwl,3670,um
pwr,internal-power,0.0562,mW
yosys,syn_avg_cell_area,7.43,um2
job,warning_count,32,
floorplanning,ios,70,
yosys,yosys-top-cells-area,"a31oi_1, nor4_4, nor4_2",
drt,ant_nets,0,
drt,routedWlPerCell,16.5,um
drt,drtIter0Drc,63,
drt,firstDrtPassIters,6,
yosys,common_cells,"a31oi_1, a21oi_1, nand2_1, nor2_1",
worst_setup_path,critical_path_class,"input port to primary output",
final_layout,flop-count,0,
timing,tightest_slew,0.571,ns
drt,diodes,0,
drt,routed_via_density,5.24,
clock_network,cts_setup_buffers,0,
global_routing,first_global_vias,1326,
global_routing,grt_max_degree,9,
floorplanning,num_rows,23,
outcome,outcome,"finished, final reports clean",
pwr,comb_power_share,100.0,%
pwr,p_sw,0.0323,mW
## metrics by stage
step	total power, mW	setup WS [ns]	cells	instance area (um2)	hold WS (ns)
2_1_floorplan	0.0205	1.31	113	840	2.21
3_3_place_gp	0.0889	0.346	242	1670	3.23
3_5_place_dp	0.0884	0.303	242	1670	3.22
4_1_cts	0.0887	0.302	242	1670	3.22
5_1_grt	0.0951	0.144	242	1670	3.24
6_report	0.0885	0.337	242	1670	3.21
## worst paths after layout
path / from / end / slack [ns] / cells after the start
worst max-delay path: req[20] / lsb_priority[0] / 0.34 / 9
worst min-delay path: req[0] / lsb_priority[0] / 3.21 / 5
## critical path: cells and delay by family
| kind | cells | cell delay (ns) |
|---|---|---|
| buf+inv | 2 | 0.94 |
| simple gates | 5 | 1.51 |
| compound gates | 2 | 0.39 |
## layer usage
metal	global-route usage [%]	wire length, um	up-vias
met5	0	0	-
met4	0	0	0
met3	3.72	403	0
met2	14.1	1630	55
met1	14.7	1970	556
li1	-	-	658
## logic make-up after synthesis
logic type             share of synthesized area [%]
AOI/OAI and AO/OA                               49.8
buffers and inverters                          0.895
and+or+nand+nor                                 49.3
## final cells by class
class	instances	area (um2)	area share [%]
Inverter	2	7.51	0.449
Multi-Input combinational cell	111	832	49.8
Timing Repair Buffer	79	768	46.0
Tap cell	50	62.6	3.75
## power by group through the flow
stage,Clock (mW),Combinational (mW),Sequential (mW)
after global routing,0,0.0951,0
final,0,0.0885,0
after CTS,0,0.0887,0
## cells in the final DEF (no fill, tap or decap), types with 2 or more instances in the layout
| master | netlist | final |
|---|---|---|
| nor4_2 | 5 | 5 |
| nor2_1 | 7 | 7 |
| nand2_1 | 8 | 8 |
| o21bai_1 | 6 | 6 |
| inv_1 | 2 | 2 |
| a21oi_1 | 12 | 12 |
| and2_1 | 2 | 2 |
| a211o_2 | 4 | 4 |
| a31oi_1 | 18 | 18 |
| nand3_1 | 3 | 3 |
| or4_1 | 6 | 6 |
| nand4_1 | 2 | 2 |
| a211oi_1 | 2 | 2 |
| nor4_1 | 3 | 3 |
| nor4_4 | 3 | 3 |
| clkdlybuf4s50_1 | 0 | 70 |
| buf_4 | 0 | 9 |
| a211o_1 | 2 | 2 |
| o311ai_1 | 2 | 2 |
| nor3_1 | 3 | 3 |
| o31ai_1 | 5 | 5 |
No activity file was given, so power comes from the tool's default toggle rates.
